File: design/flow/design.v
module adder_8bit_haleyorr2027(a, b, cout, sum);
   input  [7:0] a, b;
   output       cout;
   output [7:0] sum;
    wire [8:0] result;
    assign result = a + b;
    assign sum  = result[7:0];
    assign cout = result[8];
endmodule
module multiplier_haleyorr2027(clock, reset_n, bus, multiplicand, product);
   input         clock;           
   input         reset_n;         
   input   [7:0] bus;             
   output  [7:0] multiplicand;    
   output [15:0] product;         
   wire select;
   wire loadA;
   wire loadB;
   wire shift;
   wire [16:0] product_reg;
   wire [7:0] sum;
   wire cout;
   wire [16:0] mux_in0;
   wire [16:0] mux_in1;
   wire [16:0] mux_out;
   reg_8bit_haleyorr2027 mulcand_reg (clock, reset_n, loadA, bus, multiplicand);
   adder_8bit_haleyorr2027 adder(multiplicand, product_reg[15:8], cout, sum);
   assign mux_in0[16:8] = 9'b0;
   assign mux_in0[7:0]  = bus;
   assign mux_in1 = product_reg[0] ? {cout, sum, product_reg[7:0]} : product_reg;
   mux2to1_17bit_haleyorr2027 mux(select, mux_in0, mux_in1, mux_out);
   shiftreg_17bit_haleyorr2027 shift_reg(clock, reset_n,loadB, shift, mux_out, product_reg);
   multiply_controller_haleyorr2027 controller(clock, reset_n, product_reg[0], select, loadA, loadB, shift);
   assign product = product_reg[15:0];
endmodule
module multiply_controller_haleyorr2027(clock, reset_n, lsb, select, loadA, loadB, shift);
   input  clock;      
   input  reset_n;    
   input  lsb;        
   output reg select;     
   output reg loadA;      
   output reg loadB;      
   output reg  shift;      
   parameter INIT_A = 2'd0,
             INIT_B = 2'd1,
             LOAD   = 2'd2,
             SHIFT  = 2'd3;
   reg [1:0] state;
   reg [2:0] count;
   always @(posedge clock, negedge reset_n) begin
    if (!reset_n) begin
        state <= INIT_A;
        count <= 3'd0;
    end else begin
        case(state)
            INIT_A:
                state <= INIT_B;
            INIT_B: begin
                count <= 3'd0;
                state <= LOAD;
            end
            LOAD:
                state <= SHIFT;
            SHIFT: begin
					 if (count == 3'd7) begin
						  state <= INIT_A;    
						  count <= 3'd0;  
					 end else begin
						  count <= count + 1'b1;
						  state <= LOAD;
					 end
				end
        endcase
    end
end
   always @(*) begin
      select = 1'b0;
      loadA  = 1'b0;
      loadB  = 1'b0;
      shift  = 1'b0;
      case(state)
         INIT_A: begin
            loadA = 1'b1;
         end
         INIT_B: begin
            select = 1'b0;
            loadB  = 1'b1;
         end
         LOAD: begin
            select = 1'b1;
            loadB  = 1'b1;
         end
         SHIFT: begin
            shift = 1'b1;
         end
      endcase
   end
endmodule
module mux2to1_17bit_haleyorr2027(select, in0, in1, out);
   input         select;
   input  [16:0] in0, in1;
   output [16:0] out;
	assign out = (select == 1'b0) ? in0 : in1;
endmodule
module reg_8bit_haleyorr2027(clock, reset_n, load, ins, outs);
   input        clock;      
   input        reset_n;    
   input        load;       
   input  [7:0] ins;        
   output reg [7:0] outs;       
	always @(posedge clock, negedge reset_n) begin
		if (!reset_n)
        outs <= 8'b00000000;  
      else if (load)
        outs <= ins;
	end
endmodule
module shiftreg_17bit_haleyorr2027(clock, reset_n, load, shift, ins, outs);
   input         clock;      
   input         reset_n;    
   input         load;       
   input         shift;      
   input  [16:0] ins;        
   output reg [16:0] outs;       
	always @(posedge clock, negedge reset_n) begin
		 if (!reset_n)
			  outs <= 17'b0;
		 else if (load)
			  outs <= ins;
		 else if (shift)
			  outs <= outs >> 1;   
	end
endmodule
File: design/flow/run.sh
#!/bin/bash
# OpenROAD 26Q1-2900-gdf79404cd8, Yosys 0.63+post, stock flow scripts
make -C /OpenROAD-flow-scripts/flow DESIGN_CONFIG=/design/flow/config.mk WORK_HOME=/design/flow/orfs finish
File: design/flow/config.mk
export PLATFORM = sky130hd
export DESIGN_NAME = multiplier_haleyorr2027
export DESIGN_NICKNAME = multiplier_haleyorr2027
export VERILOG_FILES = /design/flow/design.v
export SDC_FILE = /design/flow/constraint.sdc
export NUM_CORES = 4
export LEC_CHECK = 1
export CORE_UTILIZATION = 40
export SYNTH_HDL_FRONTEND = slang
File: design/flow/constraint.sdc
current_design multiplier_haleyorr2027

set clk_period 4.1
set clk_io_pct 0.2

create_clock -name clk0 -period $clk_period [get_ports {clock}]

set non_clock_inputs [all_inputs -no_clocks]
set_input_delay [expr $clk_period * $clk_io_pct] -clock clk0 $non_clock_inputs
set_output_delay [expr $clk_period * $clk_io_pct] -clock clk0 [all_outputs]
==> flow_summary.toml <==
# generated from flow reports
[placement]
port_buffers = 33
place_congestion = 0.887
area_after_dpl_um2 = 2040
dp_hpwl_mm = 2.52

[synthesis]
synthesis.area_per_instance_um2 = 10.3
synth-seq-cells = 32
yosys-stat-area_um2 = 1800
yosys-stat-cells = 175
synth.distinct_cells = 40
synth_seq_share_pct = 44.7
synthesis.yosys.warnings = 0
synthCells = 175
cell_area_after_synthesis_um2 = 1800

[worst_setup_path]
cpMaxStageDelayCell = "clkdlybuf4s50_1"
r2r_setup_slack_ps = 2110
worst-path-max-fanout = 5
cpPeakStageDelay_ps = 490
startpoint_type = "flip-flop"
critPathRequiredTime_ps = 3280
path_buffers = 1
setup.worst_path.end_class = "primary output"
worst-endpoint-arrival_ps = 1210
regToRegStartpoint = "shift_reg.outs[8]"
cp_class = "flip-flop to primary output"
crit_family = "buffers and inverters"
worst-r2r-cell-count = 7
path_cells = "clkdlybuf4s50_1"
r2r-end = "shift_reg.outs[14]"

[global_routing]
grt_start_max_net_pins = 33
grt.overflow.total = 0
antenna_violations_before_repair = 0
first_global_vias = 1252
global_route_wire_length_before_repair_mm = 6.02
gr-usage-all-layers_pct = 17.6

[final_timing]
report.final.slew_viol_count = 0
clock.fmax_mhz = 494
worst_slew_margin_rel_pct = 55.7
finalHoldWorstSlack_ps = 493
portion_of_the_clock_cycle_consumed_by_the_worst_path_in_the_final_layout_pct = 49.4
period_needed_ps = 2030
timing.setup.tns_ps = 0
clock-skew-final_ps = 12.2
setup_violations = 0
grt_setup_unrepaired = "no"
hold_viol = 0
worst-slew-pin-transition_ps = 664

[clock_tree]
numCtsBuffers = 5
clock_latency_ps = 280
cts_num_sinks = 32
clk_pin_slew_ps = 70
cts_setup_buffers = 0
cts_htree_levels = 2
cts.path.max_buffers = 2
cts_tree = "built"
cells_resized_by_post_cts_repair = 0
clock-root-buffer = "clkbuf_8"
cts-hold-fix-buffers = 0

[power]
leakagePower_nw = 0.936
finalPower_mw = 0.565
pwr-share-seq_pct = 55.9
power_frac_comb_pct = 3.0
power.internal_mw = 0.442
power_density_nw_per_um2 = 266
peak_vdd_ir_uv = 180
p_clk_share_pct = 41.1
switching_share_pct = 21.6
switching_power_mw = 0.122

[floorplanning]
fp.coreArea_um2 = 4140
rows = 23
floorplan.io_pins = 34
die_outline_area_um2 = 4760
initial_core_util_pct = 43.3
floorplan.die.height_um = 69.0
dieWidth_um = 69.0

[cells_and_area]
fin_area_um2 = 2120
layout_top_cells = "clkdlybuf4s50_1 (33), dfrtp_1 (31), nand2_1 (21)"
layout.cells.most_common = "clkdlybuf4s50_1"
drive_gt1_share_pct = 11.9
areaGrowthSynthToFinish_pct = 18.3

[drt]
detailedRoute.firstPassIterationCount = 4
count_of_vias_placed_by_the_detailed_router = 1304
postRouteWirelength_mm = 3.55
post_drt_wl_per_cell_um = 14.6
antenna-diode-count = 0
drcViolationCount = 0
detailedRoute.firstIterationViolations = 73
postRouteAntennaNets = 0
avgViaCountPerCell = 5.34

[run]
drv.max_cap_violation_count = 0
openroad.warnings = 25

[worst_hold_path]
hold_path_depth = 2
timing.hold.worst.start = "controller.count[1]"
min-delay-path-class = "flip-flop to flip-flop"
hold_path_end = "controller.count[1]"

[status]
status = "finished clean"
-- logic make-up (layout without fill, tap and decap cells) --
group           after synthesis  after routing  share of synthesized area, %
compound gates               52             52                          20.3
xor+xnor                      4              4                          1.95
simple gates                 42             42                          10.5
fa+ha+maj                    11             11                          8.08
flops                        32             32                          44.7
buf+inv                      26             45                          9.41
mux                           8              8                          5.02
-- registers in the layout (all words and copies together) (netlist names) --
register,cells
shift_reg.outs,17
mulcand_reg.outs,8
controller.state,4
controller.count,3
-- worst max path at each step --
stage | start | end | slack, ps | cells after the start
global route | mulcand_reg.outs[1] | multiplicand[1] | 1990 | 1
finish | shift_reg.outs[9] | product[9] | 2070 | 1
CTS | mulcand_reg.outs[1] | multiplicand[1] | 2050 | 1
-- stage by stage --
step           util, %  worst slack, ps  std cells
2_1_floorplan        -             2260        175
3_3_place_gp      49.2             2190        236
3_5_place_dp      49.2             2150        236
4_1_cts           51.2             2050        244
5_1_grt           51.2             1990        244
6_report          51.2             2070        244
-- per-layer routing --
layer  global-route usage (%)  wire (um)  vias up
li1                         -          -      643
met1                     27.5       1700      616
met2                     26.8       1620       41
met3                     3.50        196        4
met4                     2.55         38        0
met5                        0          0        -
-- synth_stat cells, drive strengths merged --
| cell | count | share of area, % |
|---|---|---|
| o221ai | 1 | 0.49 |
| a211oi | 1 | 0.70 |
| xor2 | 3 | 1.5 |
| a22o | 1 | 0.49 |
| fa | 1 | 1.1 |
| or2 | 1 | 0.35 |
| nor3 | 3 | 0.84 |
| xnor2 | 1 | 0.49 |
| dfrtp | 31 | 43 |
| inv | 3 | 0.63 |
| o21a | 3 | 1.3 |
| a21oi | 8 | 2.6 |
| nand2 | 21 | 4.4 |
| a221o | 2 | 1.1 |
| or2b | 1 | 0.42 |
| nor4 | 1 | 0.35 |
| nor2 | 8 | 1.7 |
| nand2b | 2 | 0.70 |
| o31ai | 2 | 1.9 |
| clkbuf | 3 | 0.63 |
| o21ai | 18 | 5.2 |
| mux2 | 8 | 5.0 |
| ha | 10 | 7.0 |
| nor3b | 1 | 0.42 |
| a21o | 1 | 0.42 |
| o211ai | 1 | 0.42 |
| o21bai | 1 | 0.42 |
| a31oi | 1 | 0.35 |
| nor2b | 2 | 0.70 |
| buf | 20 | 8.2 |
| dfstp | 1 | 1.5 |
| a22oi | 11 | 4.6 |
| o22ai | 1 | 0.35 |
| and2 | 2 | 0.70 |
-- power groups by stage --
stage	clock network (mW)	registers, mW	logic [mW]
after global routing	0.255	0.315	0.0192
final	0.232	0.316	0.0167
after CTS	0.242	0.316	0.0173
-- tightest hold or removal path, delay by kind of cell (launching register included) --
kind	cells	cell delay (ps)
AND-OR/OR-AND	1	60
flip-flops	1	350
AND/OR/NAND/NOR	1	50
-- layout make-up --
class	instances	area [um2]
clock buffers	6	72.6
multi-input cells	117	825
well taps	50	62.6
flip-flops and latches	32	802
fillers	382	2020
inverters	3	11.3
repair buffers	34	338
clock inverters	2	12.5
Power is estimated from default activity; no workload was simulated.
