### run.sh
#!/bin/bash
# OpenROAD 26Q1-2900-gdf79404cd8, Yosys 0.63+post, stock flow scripts
make -C /OpenROAD-flow-scripts/flow DESIGN_CONFIG=/design/flow/config.mk WORK_HOME=/design/flow/orfs finish
### config.mk
export PLATFORM = sky130hd
export DESIGN_NAME = project5Top
export DESIGN_NICKNAME = project5Top
export VERILOG_FILES = /design/flow/design.v
export SDC_FILE = /design/flow/constraint.sdc
export NUM_CORES = 4
export LEC_CHECK = 1
export CORE_UTILIZATION = 50
export SYNTH_HDL_FRONTEND = slang
### constraint.sdc
current_design project5Top

set clk_period 9.6
set clk_io_pct 0.2

create_clock -name clk0 -period $clk_period [get_ports {CLOCK_50}]

set non_clock_inputs [all_inputs -no_clocks]
set_input_delay [expr $clk_period * $clk_io_pct] -clock clk0 $non_clock_inputs
set_output_delay [expr $clk_period * $clk_io_pct] -clock clk0 [all_outputs]
### design.v
module alu_controller_haleyorr2027(clock, reset_n, enter, opcode,
                                   loadOp, loadA, loadB, loadOut);
    input        clock;
    input        reset_n;
    input        enter;
    input  [3:0] opcode;
    output reg loadOp;
    output reg loadA;
    output reg loadB;
    output reg loadOut;
    parameter OPCODE = 3'd0,
              OP_A   = 3'd1,
              OP_B   = 3'd2,
              OUT    = 3'd3;
    reg [2:0] current_state;
    reg [2:0] next_state;
    wire using_one_only;
    assign using_one_only = (opcode == 4'b0010) || (opcode == 4'b0111);
    always @(*) begin
        next_state = current_state;
        case (current_state)
            OPCODE: if (enter) next_state = OP_A;
            OP_A:   if (enter)
                        if (using_one_only)
                            next_state = OUT;
                        else
                            next_state = OP_B;
            OP_B:   if (enter) next_state = OUT;
            OUT:    if (enter) next_state = OPCODE;
            default: next_state = OPCODE;
        endcase
    end
    always @(*) begin
        loadOp  = 1'b0;
        loadA   = 1'b0;
        loadB   = 1'b0;
        loadOut = 1'b0;
        case (current_state)
            OPCODE: loadOp  = 1'b1;
            OP_A:   loadA   = 1'b1;
            OP_B:   loadB   = 1'b1;
            OUT:    loadOut = 1'b1;
        endcase
    end
    always @(posedge clock or negedge reset_n) begin
        if (!reset_n)
            current_state <= OPCODE;
        else
            current_state <= next_state;
    end
endmodule
module alu_core_haleyorr2027(clock, reset_n, opcode, opA, opB, core_out);
    input        clock;
    input        reset_n;
    input  [3:0] opcode;
    input  [7:0] opA;
    input  [7:0] opB;
    output reg [15:0] core_out;
    reg [15:0] A_extended;
    reg [15:0] B_extended;
    reg [15:0] temp16bit;
    parameter STUDENT_ID = 16'h4813;  
	 integer i;
    always @(*) begin
        if (opA[7] == 1'b1)
            A_extended = {8'hFF, opA};
        else
            A_extended = {8'h00, opA};
        if (opB[7] == 1'b1)
            B_extended = {8'hFF, opB};
        else
            B_extended = {8'h00, opB};
        core_out  = 16'h0000;
        temp16bit = 16'h0000;
        case (opcode)
            4'b0000:
                core_out = A_extended + B_extended;
            4'b0001:
                core_out = A_extended - B_extended;
            4'b0010:
                core_out = ~A_extended + 16'h0001;
            4'b0100:
                core_out = {8'h00, (opA & opB)};
            4'b0101:
                core_out = {8'h00, (opA | opB)};
            4'b0110:
                core_out = {8'h00, (opA ^ opB)};
            4'b0111:
                core_out = {8'h00, (~opA)};
            4'b1000: begin
                temp16bit = {8'h00, opA};
                for (i = 0; i < opB[3:0]; i = i + 1)
                    temp16bit = { temp16bit[0], temp16bit[15:1] };
                core_out = temp16bit;
            end
            4'b1001: begin
                temp16bit = {8'h00, opA};
                for (i = 0; i < opB[3:0]; i = i + 1)
                    temp16bit = { temp16bit[14:0], temp16bit[15] };
                core_out = temp16bit;
            end
            4'b1010: begin
                temp16bit = A_extended;
                for (i = 0; i < opB[3:0]; i = i + 1)
                    temp16bit = { temp16bit[14:0], 1'b0 };
                core_out = temp16bit;
            end
            4'b1011: begin
                temp16bit = A_extended;
                for (i = 0; i < opB[3:0]; i = i + 1)
                    temp16bit = { temp16bit[15], temp16bit[15:1] };
                core_out = temp16bit;
            end
            4'b1100: begin
                temp16bit = {opA, opB};
                core_out  = temp16bit & STUDENT_ID;
            end
            4'b0011: begin
                temp16bit = 16'h0000;
                for (i = 0; i < 8; i = i + 1)
                    if (opB[i])
                        temp16bit = temp16bit + ({8'h00, opA} << i);
                core_out = temp16bit;
            end
            default:
                core_out = 16'h0000;
        endcase
    end
endmodule
module keypress(clock, reset_n, key_in, enable_out);
   input  clock, reset_n, key_in;
	output enable_out;
	reg [1:0] key_state, key_next_state;
	reg       enable_out;
	parameter KEY_UNPRESSED = 2'b00, KEY_PRESSED = 2'b01, KEY_RELEASED = 2'b10;
	always@(posedge clock, negedge reset_n) begin
		if(reset_n == 1'b0)
			key_state <= KEY_UNPRESSED;
		else
			key_state <= key_next_state;
	end  
	always@(key_state, key_in) begin
		case(key_state)
			KEY_UNPRESSED: begin
				if(key_in == 1'b0)
					key_next_state = KEY_PRESSED;
				else
					key_next_state = KEY_UNPRESSED;
			end  
			KEY_PRESSED: begin
				if(key_in == 1'b1)
					key_next_state = KEY_RELEASED;
				else
					key_next_state = KEY_PRESSED;
			end  
			KEY_RELEASED:
				key_next_state = KEY_UNPRESSED;
			default: key_next_state = 2'bxx;
		endcase
	end  
	always@(key_state) begin
		case(key_state)
			KEY_UNPRESSED: enable_out = 1'b0;
			KEY_PRESSED:   enable_out = 1'b0;
			KEY_RELEASED:  enable_out = 1'b1;
			default:       enable_out = 1'bx;
		endcase
	end   
endmodule
module project5Top(CLOCK_50, KEY, SW, HEX5, HEX4, HEX3, HEX2, HEX1, HEX0, LED);
    input        CLOCK_50;
    input  [3:0] KEY;
    input  [9:0] SW;
    output [6:0] HEX5;
    output [6:0] HEX4;
    output [6:0] HEX3;
    output [6:0] HEX2;
    output [6:0] HEX1;
    output [6:0] HEX0;
    output [9:0] LED;
    wire enter;
    wire loadOp;
    wire loadA;
    wire loadB;
    wire loadOut;
    wire [3:0]  opcode;
    wire [7:0]  opA;
    wire [7:0]  opB;
    wire [15:0] alu_result;
    wire [15:0] result;
    keypress ENTER_KEY(CLOCK_50, KEY[1], KEY[0], enter);
    alu_controller_haleyorr2027 alu_controller(CLOCK_50, KEY[1], enter, opcode, loadOp, loadA, loadB, loadOut);
    reg_4bit_haleyorr2027 opcode_reg(CLOCK_50, KEY[1], loadOp, SW[3:0], opcode);
    reg_8bit_haleyorr2027 a_reg(CLOCK_50, KEY[1], loadA, SW[7:0], opA);
    reg_8bit_haleyorr2027 b_reg(CLOCK_50, KEY[1], loadB, SW[7:0], opB);
    alu_core_haleyorr2027 alu_core(CLOCK_50, KEY[1], opcode, opA, opB, alu_result);
    reg_16bit_haleyorr2027 result_reg(CLOCK_50, KEY[1], loadOut, alu_result, result);
    sevenSegDecoder HEX_0(result[3:0],   HEX0);
    sevenSegDecoder HEX_1(result[7:4],   HEX1);
    sevenSegDecoder HEX_2(result[11:8],  HEX2);
    sevenSegDecoder HEX_3(result[15:12], HEX3);
    assign HEX4 = 7'b1111111;
    assign HEX5 = 7'b1111111;
    assign LED  = 10'b0000000000;
endmodule
module reg_16bit_haleyorr2027(clock,reset_n,load,ins, outs);
    input         clock;      
    input         reset_n;    
    input         load;       
    input  [15:0] ins;        
    output reg [15:0] outs;   
    always @(posedge clock, negedge reset_n) begin
        if (!reset_n)
            outs <= 16'b0000000000000000;
        else if (load)
            outs <= ins;
    end
endmodule
module reg_4bit_haleyorr2027(clock, reset_n,load, ins, outs);
    input        clock;        
    input        reset_n;      
    input        load;         
    input  [3:0] ins;          
    output reg [3:0] outs;     
    always @(posedge clock, negedge reset_n) begin
        if (!reset_n)
            outs <= 4'b0000;
        else if (load)
            outs <= ins;
    end
endmodule
module reg_8bit_haleyorr2027(clock, reset_n, load, ins, outs);
   input        clock;      
   input        reset_n;    
   input        load;       
   input  [7:0] ins;        
   output reg [7:0] outs;       
	always @(posedge clock, negedge reset_n) begin
		if (!reset_n)
        outs <= 8'b00000000;  
      else if (load)
        outs <= ins;
	end
endmodule
module sevenSegDecoder(hex_digit, hex_display);
   input  [3:0] hex_digit;
   output reg [6:0] hex_display;
   always @(*) begin
      case (hex_digit)
         4'h0: hex_display = 7'b0111111;  
         4'h1: hex_display = 7'b0000110;  
         4'h2: hex_display = 7'b1011011;  
         4'h3: hex_display = 7'b1001111;  
         4'h4: hex_display = 7'b1100110;  
         4'h5: hex_display = 7'b1101101;  
         4'h6: hex_display = 7'b1111101;  
         4'h7: hex_display = 7'b0000111;  
         4'h8: hex_display = 7'b1111111;  
         4'h9: hex_display = 7'b1100111;  
         4'hA: hex_display = 7'b1110111;  
         4'hB: hex_display = 7'b1111100;  
         4'hC: hex_display = 7'b0111001;  
         4'hD: hex_display = 7'b1011110;  
         4'hE: hex_display = 7'b1111001;  
         4'hF: hex_display = 7'b1110001;  
      endcase
		hex_display = ~hex_display;
   end
endmodule
==> run notes <==
impl run done, here's what came out: Synth flops 43, routability cong. 1.03, crit path launch type register, crit path DRT 9.77 ns, IO buf count 38, highest clock rate 0.110 GHz, Yosys cell types 97, Latency at later pin 0.29 ns, Synth Warn # 0, CP endpoint kind register, die area 20800 sq um, Critical Path Start b_reg.outs[0], Combinational Area 8480 sq um, routed vias/inst 6.58, CP Class reg -> reg, cell count listed in synth_stat.txt 1424, n_diodes 0, Sink Count 43, Post-Syn Instances 1424, Post-Syn Area 10100 sq um, Cell Rows 51, most common logic cells in the final layout nand2_1 (134), nor2_1 (131), a21oi_1 (129), ha_1 (112), o21ai_0 (92), share of cells above drive strength 1 13.2%, Worst Clk Skew 0.00743 ns, Post-synth ARST share 100%, Synth Seq Share 10.7%, number of CTS-inserted buffers 5, CTS Buffer Depth 2, CP most frequent cell ha_1, fin crit share 94.8%, Hold Path Class reg -> reg, DRC 0, CP max FO 5, via total after detailed routing 11315, CP arrival 9.27 ns, DRT iter0 DRCs 981, max-slew violations 0, cts hold-fix bufs 0, CTS H-Tree Depth 2, CTS tree yes, drt total wl 39.0 mm, GRT Total Usage 38.8%, Log Warnings 66, Filler cells 1872, outcome finished clean, Yosys Chip Area 10100 sq um, Final setup viols 0, worst reg-to-reg setup slack 0.50 ns, P&R area growth vs syn 12.2%, flip-flops with a built-in enable 0, clk slew on worst S/H paths 0.06 ns, main flop type dfrtp_1, maximum capacitance violations 0, final design utilization 57.6%, Worst Tran Pin Value 0.859 ns, Mapped Avg Cell Area 7.09 sq um, Reg area 1080 sq um, core area 19700 sq um, I/O pin count 67, vias in the first global route 10143, total gr overflow 0, die width 144 um, antenna-violating nets left 0, Die Ht 144 um, most frequent logic cell in the layout nand2_1, DRT Pass-1 Iters 7, reg2reg start b_reg.outs[0], initial antenna violation count 0, HP Start ENTER_KEY.key_state[2], Final Hold Fails 0, largest net degree at the start of global routing 55, DP Wirelength 28.8 mm, Clk Tree Root Cell clkbuf_16, routed len/inst 22.7 um, slowest CP cell ha_1, first-pass GRT wire length 59.1 mm, Worst path max stage delay 0.39 ns, Pre-Place Util 51.3%, Min Clock Period, post-route 9.10 ns, Slew Limit Headroom 42.3%
[worst max-delay path, delay by kind of cell, from the launching register on]
family	cells	cell delay (ns)
buf+inv	5	0.56
xor+xnor	5	0.72
fa+ha+maj	8	2.22
simple gates	8	1.55
mux	3	0.88
compound gates	15	2.66
flops	1	0.36
[registers in the layout, indices dropped and copies added (netlist names), named ones only]
| name | cells |
|---|---|
| opcode_reg.outs | 4 |
| result_reg.outs | 16 |
| b_reg.outs | 8 |
| a_reg.outs | 8 |
| alu_controller.current_state | 2 |
| ENTER_KEY.key_state | 3 |
[synthesized netlist by cell type, drive strengths merged (13+ instances only)]
cell type,number,area share (%)
nor3,38,1.9
xnor2,44,3.8
nand3,32,1.6
dfrtp,41,10
ha,120,15
nand2b,23,1.4
a21o,22,1.6
nor2,132,4.9
or3,15,0.98
o21ai,106,5.3
buf,60,3.6
inv,59,2.2
mux2,15,1.7
a31oi,29,1.8
a21oi,136,6.9
nor2b,18,1.2
o22ai,34,2.1
nand2,136,5.1
o211ai,13,0.97
a211oi,32,2.5
clkbuf,64,2.4
[final cells by class]
class                           count  share of cell area [%]
Clock buffer                        5                    1.11
Clock inverter                      3                   0.210
Inverter                           65                    2.16
Multi-Input combinational cell   1214                    74.9
Sequential cell                    43                    9.57
Tap cell                          265                    2.93
Timing Repair Buffer              125                    9.09
[kinds of logic (layout without fill, tap and decap cells)]
logic type / Yosys count / count (layout) / synth area share (%)
AOI/OAI and AO/OA: 524 / 524 / 34.8
xor gates and xnor gates: 55 / 55 / 4.77
adders and majority gates: 128 / 128 / 16.5
buffers and inverters: 189 / 198 / 8.41
DFF: 43 / 43 / 10.7
muxes: 28 / 28 / 3.29
other: 2 / 24 / 0.0744
and+or+nand+nor: 455 / 455 / 21.5
[routing by layer]
layer  share of wire, %  track usage, %  vias up
met5                  0               0        -
met4                4.1            13.5        0
met3                 11            8.56      106
met2                 42            57.7      617
met1                 43            55.5     5261
li1                   -               -     5331
[timing repair]
| action | 4_1_cts | 5_1_grt |
|---|---|---|
| endpoints found under the hold margin | 0 | 0 |
| resized | 3 | 39 |
| setup endpoints to repair | 1 | 7 |
| buffers inserted | 0 | 5 |
| pin swaps | 2 | 21 |
[per-stage QoR]
stage	setup WS, ns	hold WS [ns]	TNS [ns]	instances	area, sq um
after floorplan	0.141	0.457	0	1446	10200
after global routing	-0.00308	0.536	-0.00308	1720	11300
after CTS	0.0625	0.499	0	1715	11100
after global placement	0.0561	0.469	0	1707	10900
after detailed placement	-0.0259	0.472	-0.0259	1707	10900
final	0.499	0.496	0	1720	11300
[final timing paths]
check,to,cells past startpoint
min in group asynchronous,result_reg.outs[3],2
setup / recovery,result_reg.outs[11],44
hold reg to reg,ENTER_KEY.key_state[1],1
setup reg to reg,result_reg.outs[11],44
max in group asynchronous,b_reg.outs[3],2
hold / removal,ENTER_KEY.key_state[1],1
